File: design/flow/config.mk
export PLATFORM = sky130hd
export DESIGN_NAME = mac
export DESIGN_NICKNAME = mac
export VERILOG_FILES = /design/flow/design.v
export SDC_FILE = /design/flow/constraint.sdc
export NUM_CORES = 4
export LEC_CHECK = 1
export CORE_UTILIZATION = 50
File: design/flow/constraint.sdc
current_design mac

set clk_period 15.0
set clk_io_pct 0.2

create_clock -name clk0 -period $clk_period [get_ports {clk}]

set non_clock_inputs [all_inputs -no_clocks]
set_input_delay [expr $clk_period * $clk_io_pct] -clock clk0 $non_clock_inputs
set_output_delay [expr $clk_period * $clk_io_pct] -clock clk0 [all_outputs]
File: design/flow/design.v
 module mac 
 (
 	input  clk,
 	input  reset,
 	input  reset_accum,
 	input  en_mult_reg,
 	input  en_adder_reg,
 	input  signed [15:0] fmem_data,
 	input  signed [15:0] xmem_data,
 	output signed [15:0] accum_in
 );
   logic signed [31:0] x_mult_f;
   localparam logic signed [15:0] min_negative_val = {1<<15};
   localparam logic signed [15:0] max_positive_val = ~min_negative_val;
   logic signed [15:0] x_mult_f_reg;
   assign x_mult_f = xmem_data*fmem_data;  
   always @ (posedge clk) begin
	   if (reset == 1 || reset_accum == 1'b1)
		   x_mult_f_reg <= 'b0;
	   else if (en_mult_reg)
		   x_mult_f_reg <= (x_mult_f > max_positive_val) ? max_positive_val : ((x_mult_f < min_negative_val) ? min_negative_val : x_mult_f);
   end
   logic signed [16:0] adder_in;
   logic signed [15:0] adder_reg;
   assign adder_in = adder_reg + x_mult_f_reg;
   always @ (posedge clk) begin
	   if (reset == 1 || reset_accum == 1'b1)
		   adder_reg <= 'b0;
	   else if (en_adder_reg)
		   adder_reg <= (adder_in > max_positive_val) ? max_positive_val : ((adder_in < min_negative_val) ? min_negative_val : adder_in);
   end
   assign accum_in = (adder_reg[$left(adder_reg)]) ? signed'('b0) : adder_reg;
endmodule
File: design/flow/run.sh
#!/bin/bash
# OpenROAD 26Q1-2900-gdf79404cd8, Yosys 0.63+post, stock flow scripts
make -C /OpenROAD-flow-scripts/flow DESIGN_CONFIG=/design/flow/config.mk WORK_HOME=/design/flow/orfs finish
==> impl_metrics.json <==
{
  "min_period_over_period_pct": 72.15,
  "cts_root_buffer": "clkbuf_16",
  "placed_cell_area_um2": 12990,
  "dr.pass1.iters": 5,
  "critPathBufInv": 5,
  "maxCapViolations": 0,
  "adder_share_pct": 53.25,
  "synth-edff-count": 0,
  "routed_wl_mm": 26.03,
  "postRouteAntennaNets": 0,
  "openroad.warnings": 25,
  "clock-sinks": 32,
  "slew_headroom_pct": 36.06,
  "logic_family": "adder cells",
  "critPathCaptureType": "register",
  "status": "completed",
  "drtIter0Drc": 359,
  "slowest_stage": "clkdlybuf4s50_1",
  "grt_util_all_layers_pct": 25.15,
  "cts_setup_buffers": 0,
  "skew_ns": 0.002971,
  "worst-path-max-fanout": 16,
  "cts_hold_buf": 0,
  "overflow": 0,
  "mux_area_share_pct": 0,
  "via_per_inst": 5.140,
  "num_antenna_cells": 0,
  "cts_max_path_buffers": 2,
  "aoi_share_pct": 10.77,
  "ys.flop_type": "dfxtp_1",
  "fp.dieH_um": 158.1,
  "setup_slack_ns": 4.178,
  "simple_gate_area_share_pct": 16.39,
  "slew_violations": 0,
  "antenna_found_initial": 0,
  "cp.arrival_ns": 10.94,
  "setup_viol": 0,
  "via_count": 8810,
  "pre_cts_ws_ns": 4.028,
  "fmax_mhz": 92.40,
  "cp_top_family": "adder cells",
  "pin_count": 53,
  "final_cell_area_um2": 13160,
  "cp.required_ns": 15.11,
  "crit_path_max_incr_delay_ns": 0.90,
  "rows": 56,
  "synth_async_sr_flop_share_pct": 0,
  "chipArea_um2": 25010,
  "dp_hpwl_mm": 22.23,
  "ys_chip_area_um2": 12190,
  "syn_inst": 1372,
  "critPathMostFrequentCell": "fa_1",
  "worstHoldPathCells": 2,
  "syn_area_per_cell_um2": 8.885,
  "initCoreUtil_pct": 51.47,
  "clkLatencyLatePin_ns": 0.27,
  "routabilityCongestion": 0.8866,
  "ff2ff_setup_slack_ns": 11.62,
  "path_class": "in2reg",
  "synth_area_um2": 12190,
  "rsz0062_at_grt": "false",
  "drive_gt1_share_pct": 3.584,
  "grt_max_degree": 29,
  "path_cells": "clkdlybuf4s50_1 > and2_1 > inv_1 > fa_1 > inv_1 > fa_1 > fa_1 > fa_1 > fa_1 > inv_1 > fa_1 > inv_1 > ha_1 > and4_1 > nand3_1 > a21oi_1 > o211ai_1 > a21oi_1 > xnor2_1 > nand4_1 > o41ai_4 > o22ai_1",
  "drc": 0,
  "min_period_ns": 10.82,
  "synth_cell_types": 66,
  "port_buffers": 51,
  "core_um2": 23680,
  "fillerInstances": 2209,
  "grt_pass1_vias": 9363,
  "ys_seq_share_pct": 5.255,
  "xor_share_pct": 3.438,
  "cts_resized": 0,
  "cts_tree": "done",
  "fin_util_pct": 55.55,
  "clk_pin_slew_ns": 0.05,
  "fin_setup_tns_ns": 0,
  "rr_worst_depth": 11,
  "h-tree-depth": 2,
  "post_drt_wl_per_cell_um": 15.18,
  "die_w_um": 158.1,
  "cp-start-kind": "input port",
  "whs_ns": 0.4910,
  "ys.warnings.count": 1,
  "ys_cells": 1372,
  "synth_flops": 32,
  "hold_viol": 0,
  "area_growth_pct": 7.913,
  "worstMarginPinSlew_ns": 0.9559,
  "hp-class": "reg2reg",
  "cp.depth": 22,
  "grt_pass1_wl_mm": 46.08,
  "cts_made_buffers": 5
}
==> synthesized netlist by cell type, drive strengths merged (4+ instances only) <==
master	n	area share (%)
o22ai	15	0.92
a21oi	44	1.9
o21ai	47	2.0
and3	5	0.26
nand2	145	4.5
nand3	7	0.29
xor2	16	1.2
o21bai	11	0.71
a31oi	9	0.51
nor2b	19	0.98
nor2	43	1.3
nor3	12	0.53
buf	6	0.37
a21o	13	0.81
ha	98	10
clkbuf	43	1.3
nand4	8	0.41
fa	263	43
a21boi	5	0.43
xnor2	31	2.2
inv	298	9.2
and2	122	6.3
or2	4	0.21
a211oi	16	1.0
o211ai	11	0.72
dfxtp	32	5.3
o21a	5	0.31
nand2b	13	0.67
==> stage by stage <==
stage,instances
floorplan,1372
global placement,1706
detailed placement,1706
CTS,1714
global route,1714
finish,1714
==> metal layers <==
metal / up-vias / global-route usage, % / share of wire [%]
li1: 4252 / - / -
met1: 4381 / 39.26 / 46
met2: 164 / 40.16 / 49
met3: 13 / 5.323 / 4.6
met4: 0 / 1.511 / 0.70
met5: - / 0 / 0
==> path summary, 6_finish.rpt <==
path,from,endpoint
setup / recovery,fmem_data[2],x_mult_f_reg[10]
hold / removal,x_mult_f_reg[15],x_mult_f_reg[15]
setup reg to reg,x_mult_f_reg[0],adder_reg[12]
hold reg to reg,x_mult_f_reg[15],x_mult_f_reg[15]
==> worst register-to-register path, stage by stage (launching register included) <==
cell      delay [ns]
dfxtp_1         0.34
ha_1            0.24
fa_1            0.42
a21o_1          0.17
a21oi_1         0.27
o211ai_1        0.15
a21oi_1         0.35
o311a_1         0.25
a31oi_2         0.20
and2_1          0.24
nor2b_1         0.47
a211oi_1        0.16
==> final cells by class <==
cell class / instances / area (µm²) / share of cell area [%]
well taps: 319 / 399.1 / 3.034
flip-flops and latches: 32 / 640.6 / 4.870
clock buffers: 6 / 128.9 / 0.9797
multi-input cells: 993 / 10220 / 77.72
clock inverters: 2 / 35.03 / 0.2663
inverters: 298 / 1119 / 8.503
repair buffers: 64 / 608.1 / 4.622
==> logic make-up after synthesis <==
kind of cell | Yosys count
AND/OR/NAND/NOR | 394
adder cells (fa/ha/maj) | 361
buffers and inverters | 347
AND-OR/OR-AND | 190
XOR/XNOR | 47
flip-flops | 32
other | 1
==> placed cells by master (no fill, tap or decap), types with 4 or more instances in the layout <==
cell type        count
nor2b_1             19
and3_1               5
dfxtp_1             32
o21bai_1            10
o21ai_0             42
nor3_1              11
nor2_1              42
o21a_1               5
ha_1                98
nand4_1              8
inv_1              298
o22ai_1             12
a21oi_1             42
a31oi_1              8
nand2_1            145
clkdlybuf4s50_1     51
o211ai_1            10
xor2_1              15
fa_1               263
and2_1             122
nand3_1              7
o21ai_1              4
a211oi_1            15
buf_4               13
or2_2                4
a21o_1              12
clkbuf_16            5
xnor2_1             31
nand2b_1            13
